File: design.v
module ALU(
        input logic [9:0]A, 
        input logic [9:0]B, 
        input logic [3:0]FN,
        output logic [9:0]Q
);
logic [9:0]RES;
parameter   LOAD = 4'b0000,
            COPY = 4'b0001,
            ADD  = 4'b0010,
            SUB  = 4'b0011,
            INV  = 4'b0100,
            FLP  = 4'b0101,
            AND  = 4'b0110,
            OR   = 4'b0111,
            XOR  = 4'b1000,
            LSL  = 4'b1001,
            LSR  = 4'b1010,
            ASR  = 4'b1011;
always_comb
begin
    RES = 10'd0;
    case(FN)
        ADD:
            RES = A + B;
        SUB:
            RES = A - B;
        INV:
            RES = -A;
        FLP:
            RES = ~A;
        AND:
            RES = A & B;
        OR:
            RES = A | B;
        XOR:
            RES = A ^ B;
        LSL:
            RES = A << B;
        LSR:
            RES = A >> B;
        ASR:
            RES = $signed(A) >>> B;
        default:;
    endcase
end
assign Q = RES;
endmodule
File: constraint.sdc
current_design ALU

set clk_period 6.7
set clk_io_pct 0.2

create_clock -name clk0 -period $clk_period

set non_clock_inputs [all_inputs -no_clocks]
set_input_delay [expr $clk_period * $clk_io_pct] -clock clk0 $non_clock_inputs
set_output_delay [expr $clk_period * $clk_io_pct] -clock clk0 [all_outputs]
File: run.sh
#!/bin/bash
# OpenROAD 26Q1-2900-gdf79404cd8, Yosys 0.63+post, stock flow scripts
make -C /OpenROAD-flow-scripts/flow DESIGN_CONFIG=/design/flow/config.mk WORK_HOME=/design/flow/orfs finish
File: config.mk
export PLATFORM = sky130hd
export DESIGN_NAME = ALU
export DESIGN_NICKNAME = ALU
export VERILOG_FILES = /design/flow/design.v
export SDC_FILE = /design/flow/constraint.sdc
export NUM_CORES = 4
export LEC_CHECK = 1
export CORE_UTILIZATION = 40
==> results.ini <==
[status]
status = complete, no violations

[synth]
ys_seq_share_pct = 0
area_leaders = ha_1 (15%), mux2i_1 (7.9%), o21ai_0 (6.1%), mux4_2 (5.6%), xnor2_1 (5.0%)
synth.top_cell.area_share_pct = 15.2
yosys-stat-area_mm2 = 0.00281
yosysCellCount = 400
ys_types = 64
synthCells = 400
common_cells = ha_1 (34), o21ai_0 (34), nand2_1 (30)
largest_area_cell = ha_1
syn-cell-area_mm2 = 0.00281
yosysWarnings = 1
syn_area_per_cell_um2 = 7.01

[power]
pwr_density_cell_mw_per_mm2 = 69.0
ir_worst_vdd_uv = 50.5
leakage_nw = 1.24

[placed_design]
portBuffers = 34
placedInstanceArea_mm2 = 0.00319
dp_slack_ps = 462
dp_hpwl_mm = 7.72
place.gp.congestion = 0.972

[global_routing]
grt_pass1_vias = 2911
grt_max_degree = 32
grt_use_total_pct = 29.2
grt_antenna_before_repair = 0
overflow = 0
grt_pass1_wl_mm = 16.3

[routing]
drt_drc_violations_left = 0
num_vias = 3160
avgViaCountPerCell = 6.25
drtPass1Iterations = 5
wl_mm = 10.3
insertedDiodeCount = 0
drt.antenna.violating_nets = 0
wl_per_cell_um = 20.4
drt_iter0_markers = 288

[final_timing]
fmax_mhz = 159
hold_ws_ps = 3800
timing.slew.headroom_pct = 37.1
tightest_slew_ps = 940
setup_tns_ps = 0
final-setup-viol-count = 0
finalWorstSetupSlack_ps = 397
rsz0062_at_grt = false
period_used_pct = 94.1
drv_slew = 0
min_period_ps = 6300
hold_violations = 0

[finish]
clkbuf_count = 0
seq_area_um2 = 0
logic_area_mm2 = 0.00255
seq_cells = 0
num-fill-cells = 707
syn_to_final_growth_pct = 13.7
drive_gt1_share_pct = 8.05
post-route-cell-area_mm2 = 0.00319

[setup_path]
cp.arrival_ps = 4960
path_cells = clkdlybuf4s50_1 > or2_2 > nor2_1 > nand3_1 > nand2_1 > xnor2_1 > ha_1 > or4_1 > o21ai_0 > xnor2_1 > nand2_1 > a31oi_1 > clkdlybuf4s50_1
crit_path_start_kind = input port
cp_max_fo = 9
slowest_stage = clkdlybuf4s50_1
cp_data_required_time_ps = 5360
cp-end-kind = primary output
path_class = input port to primary output
slowest_delay_ps = 550

[flow_run]
cap_violations = 0
warnings = 45

[floorplanning]
dieHeight_um = 85.7
initCoreUtil_pct = 41.3
core-area_mm2 = 0.00679
die_w_um = 85.7
fp-row-count = 30
die_area_mm2 = 0.00735
pin_count = 34

[clock_tree]
cts_resized = 0
post_cts_buffers = 0
hold_buffers = 0

[min_path]
hold_class = input port to primary output

## power by group
part / total [mW] / switching, mW / leakage, nW / internal [mW]
sequential: 0 / 0 / 0 / 0
combinational: 0.220 / 0.124 / 1.24 / 0.0960
clock: 0 / 0 / 0 / 0
total: 0.220 / 0.124 / 1.24 / 0.0960
## cell families after synthesis
family | share of synthesized area (%)
compound gates | 29.2
simple gates | 24.8
mux | 14.7
xor+xnor | 6.56
fa+ha+maj | 15.9
buf+inv | 8.96
## routing by layer
layer | vias to the layer above | global-route usage, % | wire length [µm]
met4 | 0 | 6.36 | 245
met5 | - | 0 | 0
li1 | 1517 | - | -
met3 | 22 | 3.03 | 674
met2 | 144 | 44.7 | 4440
met1 | 1477 | 44.7 | 4960
## final timing paths
check                 startpoint   end  cells after the start  slack (ps)
worst min-delay path       FN[1]  Q[9]                      4        3800
worst max-delay path        B[3]  Q[7]                     13         400
## metrics by stage
stage	std cells	utilization (%)	total power, mW
2_1_floorplan	400	-	0.143
3_3_place_gp	506	47.0	0.217
3_5_place_dp	506	47.0	0.216
4_1_cts	506	47.0	0.218
5_1_grt	506	47.0	0.240
6_report	506	47.0	0.220
## worst max-delay path: cells and delay by family
kind | cells | cell delay, ps
compound gates | 2 | 400
simple gates | 6 | 1710
buf+inv | 2 | 1040
fa+ha+maj | 1 | 230
xor+xnor | 2 | 230
## layout make-up
cell class	instances	area share, %
tap	96	3.76
multi-input combinational	339	80.0
inverter	27	3.18
timing repair buffer	44	13.0
## placed cells by master (no fill, tap or decap), types with 4 or more instances in the layout
cell and n:
a211oi_1 6, a21oi_1 21, a31oi_1 13, a32o_1 4
and3_1 4, buf_4 10, clkdlybuf4s50_1 34, ha_1 34
inv_1 26, mux2i_1 22, mux4_2 7, nand2_1 30
nand2b_1 8, nand3_1 8, nand3b_1 8, nor2_1 25
nor3_1 9, nor4_1 5, o2111ai_1 6, o211ai_1 6
o21ai_0 34, o22ai_1 6, xnor2_1 16, xor2_1 5
Power and IR drop assume default switching activity.
