File: constraint.sdc
current_design finalController

set clk_period 1.8
set clk_io_pct 0.2

create_clock -name clk0 -period $clk_period

set non_clock_inputs [all_inputs -no_clocks]
set_input_delay [expr $clk_period * $clk_io_pct] -clock clk0 $non_clock_inputs
set_output_delay [expr $clk_period * $clk_io_pct] -clock clk0 [all_outputs]
File: run.sh
#!/bin/bash
# OpenROAD 26Q1-2900-gdf79404cd8, Yosys 0.63+post, stock flow scripts
make -C /OpenROAD-flow-scripts/flow DESIGN_CONFIG=/design/flow/config.mk WORK_HOME=/design/flow/orfs finish
File: config.mk
export PLATFORM = sky130hd
export DESIGN_NAME = finalController
export DESIGN_NICKNAME = finalController
export VERILOG_FILES = /design/flow/design.v
export SDC_FILE = /design/flow/constraint.sdc
export NUM_CORES = 4
export LEC_CHECK = 1
export CORE_AREA = 10 10 70 70
export DIE_AREA = 0 0 80 80
File: design.v
module finalController(
	input logic [9:0]INSTR,
	input logic [1:0]TIME,
	output tri [9:0]IMM,
	output logic [1:0]Rin, Rout, 
    output logic [3:0]ALUcont,
	output logic ENW, ENR, Ain, Gin, Gout, Ext, IRin, Clr
);
logic [1:0]RX, RY;
logic [3:0]FN;
parameter   LOAD = 4'b0000, COPY = 4'b0001, ADD  = 4'b0010, SUB  = 4'b0011,
            INV  = 4'b0100, FLP  = 4'b0101, AND  = 4'b0110, OR   = 4'b0111,
            XOR  = 4'b1000, LSL  = 4'b1001, LSR  = 4'b1010, ASR  = 4'b1011;
assign FN = INSTR[3:0];  
assign RY = INSTR[5:4];  
assign RX = INSTR[7:6];  
always_comb
begin
Rin = 2'b00; Rout = 2'b00; ALUcont = 4'b0000;
ENW = 1'b0; ENR = 1'b0; Ain = 1'b0; Gin = 1'b0;
Gout = 1'b0; Ext = 1'b0; IRin = 1'b0; Clr = 1'b0;
IMM = 10'bz;
	case(TIME)
		2'b00:
		begin
			Ext = 1'b1; IRin = 1'b1;
		end
		2'b01:
			begin	
			if (INSTR[9]) 
			begin
				Rout = RX; ENR = 1'b1; Ain = 1'b1;	
			end
			else 
				case (FN)
					LOAD:
					begin
						Ext = 1'b1; Rin = RX; ENW = 1'b1; Clr = 1'b1;
					end
					COPY:
					begin
						Rout = RY; Rin = RX; ENR = 1'b1; ENW = 1'b1; Clr = 1'b1;
					end
					ADD, SUB, AND, OR, XOR, LSL, LSR, ASR:
					begin
						Rout = RX; ENR = 1'b1; Ain = 1'b1;
					end
					FLP:
					begin
						Rout = RY; ENR = 1'b1; Gin = 1'b1; ALUcont = FLP;
					end
					INV:
					begin
						Rout = RY; ENR = 1'b1; Gin = 1'b1; ALUcont = INV;
					end
					default:;
			endcase
		end
		2'b10:
		begin
			if (INSTR[9]) 
			begin
				Gin = 1'b1; IMM = {4'd0, INSTR[5:0]};
				if(INSTR[8])
					ALUcont = SUB;
				else	
					ALUcont = ADD;
			end
			else
				case (FN)
					ADD:
					begin
						Rout = RY; ENR = 1'b1; Gin = 1'b1; ALUcont = ADD;
					end
					SUB:
					begin
						Rout = RY; ENR = 1'b1; Gin = 1'b1; ALUcont = SUB;
					end
					AND:
					begin
						Rout = RY; ENR = 1'b1; Gin = 1'b1; ALUcont = AND;
					end
					OR:
					begin
						Rout = RY; ENR = 1'b1; Gin = 1'b1; ALUcont = OR;
					end
					XOR:
					begin
						Rout = RY; ENR = 1'b1; Gin = 1'b1; ALUcont = XOR;
					end
					LSL:
					begin
						Rout = RY; ENR = 1'b1; Gin = 1'b1; ALUcont = LSL;
					end
					LSR:
					begin
						Rout = RY; ENR = 1'b1; Gin = 1'b1; ALUcont = LSR;
					end
					ASR:
					begin
						Rout = RY; ENR = 1'b1; Gin = 1'b1; ALUcont = ASR;
					end
					FLP, INV:
						begin
							Rin = RX; ENW = 1'b1; Gout = 1'b1; Clr = 1'b1;
						end
					default:;
				endcase
		end
		2'b11:
			begin
				Gout = 1'b1; Rin = RX; ENW = 1'b1; Clr = 1'b1;
			end
		default:;
	endcase
end
endmodule
==> run_results.csv <==
group,metric,value,unit
critical_path,worst-path-max-fanout,5,
route,total_wire_length_after_detailed_routing,1720,um
place,number_of_placed_instances_with_taps_included,139,
synthesis,synth_top_cell_by_count,"sky130_fd_sc_hd__buf_4",
route,detailroute.via_count,551,
timing,postLayoutSetupSlackWorst,-7.59,ps
grt,antenna_violations_before_repair,0,
synthesis,synthCells,55,
place,post_dp_cell_area,788,um2
floorplanning,chipHeight,80,um
power_and_ir_drop,leakage,0.000420,uW
place,port-buffer-count,34,
timing,setup_total_negative_slack,-7.59,ps
critical_path,worst_path_dominant_cell_family,"buffers and inverters",
critical_path,critical_path_buffer_and_inverter_count,3,
cells_and_area,layout-drive-gt1-share,47.0,%
run,warning_count,34,
synthesis,synth_top_cell_by_area,"sky130_fd_sc_hd__buf_4",
synthesis,ys_top_cells_by_count,"sky130_fd_sc_hd__buf_4, sky130_fd_sc_hd__a21oi_1, sky130_fd_sc_hd__nand2_1, sky130_fd_sc_hd__nor2b_1, sky130_fd_sc_hd__o21ai_1",
floorplanning,rows,21,
synthesis,mean_instance_size_in_the_synthesized_netlist,6.71,um2
critical_path,critical-path-slowest-cell,"sky130_fd_sc_hd__clkdlybuf4s50_1",
critical_path,cp_slowest_stage_delay,470,ps
floorplanning,fp-utilization,10.8,%
floorplanning,design.core.area,3420,um2
route,dr.pass1.iters,4,
critical_path,critical_path_class,"in -> out",
grt,grt_first_pass_wirelength,2640,um
place,place_ws,-711,ps
run,drv.max_cap_violation_count,0,
critical_path,end_kind,"output pin",
power_and_ir_drop,power_density_cells,200,nW/um2
critical_path,cp_cell_instances,"buf_6, nor2_4, buf_4, a31oi_1, nor2b_1, clkdlybuf4s50_1",
synthesis,synth.lib_cells_used.distinct,25,
synthesis,ys_chip_area,369,um2
critical_path,worst-endpoint-required,1440,ps
route,antenna_left,0,
timing,finalMaxSlewViolations,0,
synthesis,synth_sequential_area_ratio,0,%
route,post-route-drc-count,0,
cells_and_area,layout.cell_area.non_filler,902,um2
timing,min_period,1810,ps
cells_and_area,fillers,364,
route,vias_per_cell,3.77,
outcome,failed_checks,"negative setup slack",
clock_network,cts.hold.buffers_added,0,
synthesis,synth_largest_type_area_fraction,24.4,%
cells_and_area,register_area,0,um2
power_and_ir_drop,ir_drop_worst_case_vdd,0.0349,mV
route,routedWlPerCell,11.8,um
cells_and_area,areaGrowthSynthToFinish,144,%
timing,timing.final.hold_violations,0,
cells_and_area,clock_buffer_count,0,
grt,via_count_of_the_first_global_routing_pass,569,
synthesis,synthTopCellsByArea,"sky130_fd_sc_hd__buf_4, sky130_fd_sc_hd__a21oi_1, sky130_fd_sc_hd__nor2b_1, sky130_fd_sc_hd__mux2i_1, sky130_fd_sc_hd__o21ai_1",
place,gp_congestion,0.820,
route,route.antenna.diode_count,0,
cells_and_area,layout.cells.non_filler,146,
floorplanning,ioPinCount,38,
place,dpl.hpwl,1340,um
floorplanning,die_width,80,um
timing,rsz0062_at_grt,"yes",
cells_and_area,flop-count,0,
grt,global_route.overflow_total,0,
grt,pin_count_of_the_biggest_net_entering_global_routing,10,
critical_path,startpoint_type,"input port",
hold_path,hold_path_class,"in -> out",
floorplanning,chipArea,6400,um2
cells_and_area,multiInputGateArea,339,um2
grt,grt_use_total,4.73,%
timing,fmax,553,MHz
synthesis,synth_warnings,4,
synthesis,netlist_area,369,um2
synthesis,synth.yosys.num_cells,55,
timing,period_utilization_post_route,100,%
outcome,outcome,"finished, violations left",
timing,setup_viol,1,
critical_path,crit_arrival,1450,ps
route,dr.first_iter.drc_count,43,
[metrics by stage]
step                      total power (uW)  hold slack, ps  util (%)
after CTS                              165            1110      24.2
final                                  181            1110      26.4
after global routing                   198            1130      26.4
after floorplan                       55.3             730         -
after detailed placement               161            1570      23.1
after global placement                 161            1560      23.1
[power breakdown]
| group | internal [uW] | switching [uW] |
|---|---|---|
| Combinational | 114 | 66.7 |
| Clock | 0 | 0 |
| Sequential | 0 | 0 |
| Total | 114 | 66.7 |
[final timing paths]
| kind | startpoint | endpoint | slack [ps] | cells after the start |
|---|---|---|---|---|
| min | INSTR[3] | ALUcont[2] | 1110 | 4 |
| max | INSTR[3] | Gout | -8 | 6 |
[cells by family after synthesis]
logic type | after synthesis | share of synthesized area [%]
buffers and inverters | 15 | 27.8
AND-OR/OR-AND | 16 | 27.8
other | 1 | 1.02
multiplexers | 2 | 5.42
AND/OR/NAND/NOR | 21 | 38.0
[cells in the final DEF (no fill, tap or decap), types with 3 or more instances in the layout]
cell and instances:
sky130_fd_sc_hd__buf_4 18, sky130_fd_sc_hd__clkdlybuf4s50_1 17, sky130_fd_sc_hd__dlygate4sd2_1 6, sky130_fd_sc_hd__buf_6 5
sky130_fd_sc_hd__conb_1 4, sky130_fd_sc_hd__buf_2 3
[tightest hold or removal path: stages]
cell and delay, ps:
sky130_fd_sc_hd__buf_6 110, sky130_fd_sc_hd__buf_4 130, sky130_fd_sc_hd__nor4b_1 50, sky130_fd_sc_hd__buf_2 100
[per-layer routing]
metal | routed length, um | vias to the layer above | track usage, % | share of wire (%)
li1 | - | 272 | - | -
met1 | 725 | 256 | 5.93 | 42
met2 | 802 | 23 | 8.51 | 47
met3 | 190 | 0 | 1.02 | 11
met4 | 0 | 0 | 0 | 0
met5 | 0 | - | 0 | 0
[area by class of cell]
cell class,instances,share of cell area (%)
multi-input cells,43,37.6
repair buffers,55,55.2
well taps,46,6.38
inverters,2,0.832
[timing repair]
action                                  in CTS  in global routing
gates resized                               51                 21
pin swaps                                   11                  6
endpoints found under the setup margin      20                 11
hold endpoints to repair                     0                  0
setup buffers                                4                  4
Power is estimated from default activity; no workload was simulated.
