<file path="flow/design.v">
module Controller(
		input logic [9:0]INSTR,
		input logic [1:0]TIME,
		input logic CLK,
		output logic [9:0]IMM,
		output logic [1:0]Rin, Rout,
		output logic [3:0]FN,
		output logic ENW, ENR, Ain, Gin, Gout, Ext, INSTin, DONE, enIMM
);
parameter   LOAD = 4'b0000,
            COPY = 4'b0001,
            ADD  = 4'b0010,
            SUB  = 4'b0011,
            INV  = 4'b0100,
            FLP  = 4'b0101,
            AND  = 4'b0110,
            OR   = 4'b0111,
            XOR  = 4'b1000,
            LSL  = 4'b1001,
            LSR  = 4'b1010,
            ASR  = 4'b1011,
            ADDI = 4'b1100,
            SUBI = 4'b1101;
logic [1:0]RX, RY;
logic [5:0]IMMED;
always_ff@(posedge CLK)
begin
    if(INSTR[9])
    begin
		  IMMED <= INSTR[5:0];
		  RX <= INSTR[7:6];
        if(INSTR[8])
            FN <= 4'b1101;
        else  
            FN <= 4'b1100;
     end
     else  
	  begin
        FN <= INSTR[3:0];
		  RX <= INSTR[7:6];  
		  RY <= INSTR[5:4];  
		  IMMED <= 5'd0;
	  end
end
assign IMM[9:6] = 4'b0000;  
assign IMM[5:0] = IMMED;
always_ff@(posedge CLK)
begin
	if(DONE)
	begin
		ENW <= 1'b0;
		ENR <= 1'b0;
		Ain <= 1'b0; 
		Gin <= 1'b0; 
		Gout <= 1'b0; 
		Ext <= 1'b0; 
		INSTin <= 1'b0; 
		DONE <= 1'b0; 
		enIMM <= 1'b0;
	end
	if(TIME == 2'b00)
	begin
		Ext <= 1'b1;
		INSTin <= 1'b1;
	end
	else
	begin
		case(FN)
			LOAD:
				case(TIME)
					2'd1:
					begin
						INSTin <= 1'b0;
						Ext <= 1'b1;
						ENW <= 1'b1;
						Rin <= RX;
						DONE <= 1'b1;
					end
				endcase
			COPY:
				case(TIME)
					2'd1:
					begin
						Rout <= RY;
						Rin <= RX;
						ENR <= 1'b1;
						ENW <= 1'b1;
					end
				endcase
			ADD:
				case(TIME)
					2'd1:
					begin
						Rout <= RX;
						ENR <= 1'b1;
						Ain <= 1'b1;
					end
					2'd2:
					begin
						Ain <= 1'b0;
						Rout <= RY;
						ENR <= 1'b1;
						Gin <= 1'b1;
					end
					2'd3:
					begin
						Gin <= 1'b0;
						Gout <= 1'b1;
						Rin <= RX;
						ENW <= 1'b1;
						DONE <= 1'b1;
					end
				endcase
			SUB:
				case(TIME)
					2'd1:
					begin
						Rout <= RX;
						ENR <= 1'b1;
						Ain <= 1'b1;
					end
					2'd2:
					begin
						Ain <= 1'b0;
						Rout <= RY;
						ENR <= 1'b1;
						Gin <= 1'b1;
					end
					2'd3:
					begin
						Gin <= 1'b0;
						Gout <= 1'b1;
						Rin <= RX;
						ENW <= 1'b1;
						DONE <= 1'b1;
					end
				endcase
			INV:
				case(TIME)
					2'd1:
					begin
						Rout <= RY;
						ENR <= 1'b1;
						Ain <= 1'b1;
					end
					2'd2:
					begin
						Ain <= 1'b0;
						Gin <= 1'b1;
					end
					2'd3:
					begin
						Gin <= 1'b0;
						Gout <= 1'b1;
						Rin <= RX;
						ENW <= 1'b1;
						DONE <= 1'b1;
					end
				endcase
			FLP:
				case(TIME)
					2'd1:
					begin
						Rout <= RY;
						ENR <= 1'b1;
						Ain <= 1'b1;
					end
					2'd2:
					begin
						Ain <= 1'b0;
						Gin <= 1'b1;
					end
					2'd3:
					begin
						Gin <= 1'b0;
						Gout <= 1'b1;
						Rin <= RX;
						ENW <= 1'b1;
						DONE <= 1'b1;
					end
				endcase
			AND: 
				case(TIME)
					2'd1:
					begin
						Rout <= RX;
						ENR <= 1'b1;
						Ain <= 1'b1;
					end
					2'd2:
					begin
						Ain <= 1'b0;
						Rout <= RY;
						ENR <= 1'b1;
						Gin <= 1'b1;
					end
					2'd3:
					begin
						Gin <= 1'b0;
						Gout <= 1'b1;
						Rin <= RX;
						ENW <= 1'b1;
						DONE <= 1'b1;
					end
				endcase
			OR:
				case(TIME)
					2'd1:
					begin
						Rout <= RX;
						ENR <= 1'b1;
						Ain <= 1'b1;
					end
					2'd2:
					begin
						Ain <= 1'b0;
						Rout <= RY;
						ENR <= 1'b1;
						Gin <= 1'b1;
					end
					2'd3:
					begin
						Gin <= 1'b0;
						Gout <= 1'b1;
						Rin <= RX;
						ENW <= 1'b1;
						DONE <= 1'b1;
					end
				endcase
			XOR:
				case(TIME)
					2'd1:
					begin
						Rout <= RX;
						ENR <= 1'b1;
						Ain <= 1'b1;
					end
					2'd2:
					begin
						Ain <= 1'b0;
						Rout <= RY;
						ENR <= 1'b1;
						Gin <= 1'b1;
					end
					2'd3:
					begin
						Gin <= 1'b0;
						Gout <= 1'b1;
						Rin <= RX;
						ENW <= 1'b1;
						DONE <= 1'b1;
					end
				endcase
			LSL:
				case(TIME)
					2'd1:
					begin
						Rout <= RX;
						ENR <= 1'b1;
						Ain <= 1'b1;
					end
					2'd2:
					begin
						Ain <= 1'b0;
						Rout <= RY;
						ENR <= 1'b1;
						Gin <= 1'b1;
					end
					2'd3:
					begin
						Gin <= 1'b0;
						Gout <= 1'b1;
						Rin <= RX;
						ENW <= 1'b1;
						DONE <= 1'b1;
					end
				endcase
			LSR:
				case(TIME)
					2'd1:
					begin
						Rout <= RX;
						ENR <= 1'b1;
						Ain <= 1'b1;
					end
					2'd2:
					begin
						Ain <= 1'b0;
						Rout <= RY;
						ENR <= 1'b1;
						Gin <= 1'b1;
					end
					2'd3:
					begin
						Gin <= 1'b0;
						Gout <= 1'b1;
						Rin <= RX;
						ENW <= 1'b1;
						DONE <= 1'b1;
					end
				endcase
			ASR:
				case(TIME)
					2'd1:
					begin
						Rout <= RX;
						ENR <= 1'b1;
						Ain <= 1'b1;
					end
					2'd2:
					begin
						Ain <= 1'b0;
						Rout <= RY;
						ENR <= 1'b1;
						Gin <= 1'b1;
					end
					2'd3:
					begin
						Gin <= 1'b0;
						Gout <= 1'b1;
						Rin <= RX;
						ENW <= 1'b1;
						DONE <= 1'b1;
					end
				endcase
			ADDI:
				case(TIME)
					2'd1:
					begin
						enIMM <= 1'b1;
						Ain <= 1'b1;
					end
					2'd2:
					begin
						Ain <= 1'b0;
						Rout <= RX;
						ENR <= 1'b1;
						Gin <= 1'b1;
					end
					2'd3:
					begin
						Gin <= 1'b0;
						Gout <= 1'b1;
						Rin <= RX;
						ENW <= 1'b1;
						DONE <= 1'b1;
					end
				endcase
			SUBI:
				case(TIME)
					2'd1:
					begin
						enIMM <= 1'b1;
						Ain <= 1'b1;
					end
					2'd2:
					begin
						Ain <= 1'b0;
						Rout <= RX;
						ENR <= 1'b1;
						Gin <= 1'b1;
					end
					2'd3:
					begin
						Gin <= 1'b0;
						Gout <= 1'b1;
						Rin <= RX;
						ENW <= 1'b1;
						DONE <= 1'b1;
					end
				endcase
			default:;
		endcase
	end
end								
endmodule
</file>
<file path="flow/run.sh">
#!/bin/bash
# OpenROAD 26Q1-2900-gdf79404cd8, Yosys 0.63+post, stock flow scripts
make -C /OpenROAD-flow-scripts/flow DESIGN_CONFIG=/design/flow/config.mk WORK_HOME=/design/flow/orfs finish
</file>
<file path="flow/config.mk">
export PLATFORM = sky130hd
export DESIGN_NAME = Controller
export DESIGN_NICKNAME = Controller
export VERILOG_FILES = /design/flow/design.v
export SDC_FILE = /design/flow/constraint.sdc
export NUM_CORES = 4
export LEC_CHECK = 1
export CORE_AREA = 10 10 84 84
export DIE_AREA = 0 0 94 94
</file>
<file path="flow/constraint.sdc">
current_design Controller

set clk_period 2.4
set clk_io_pct 0.2

create_clock -name clk0 -period $clk_period [get_ports {CLK}]

set non_clock_inputs [all_inputs -no_clocks]
set_input_delay [expr $clk_period * $clk_io_pct] -clock clk0 $non_clock_inputs
set_output_delay [expr $clk_period * $clk_io_pct] -clock clk0 [all_outputs]
</file>
==> GITHUB_STEP_SUMMARY <==
### Flow metrics

| Metric | Value |
|---|---|
| Post-synthesis xor/xnor area fraction | `0` |
| Final instance area | `1668 um^2` |
| Routed WL per cell | `12.75 um` |
| Max Cap Viol | `0` |
| Yosys stat area | `1206 um^2` |
| N_diodes | `0` |
| Dominant comb cell | `simple AND/OR/NAND/NOR gates` |
| Routed Wire Length | `2818 um` |
| Yosys warning total | `1` |
| Peak Freq | `474.1 MHz` |
| Complex Gates by Area | `0.1432` |
| Htree depth | `1` |
| Post-Synthesis Cells | `116` |
| Post-synthesis async set-or-reset flop share | `0` |
| CORE AREA | `5205 um^2` |
| Worst setup EP type | `flop` |
| Post-DP HPWL | `2155 um` |
| Clk buf depth | `2` |
| Antenna violations before repair | `0` |
| Chip Height | `94 um` |
| Crit-path cells | `clkdlybuf4s50_1 -> inv_1 -> ha_1 -> o21a_1 -> o22ai_1 -> a2111oi_1 -> buf_4` |
| Mux cell area share | `0.03838` |
| Synth Cell Area | `1206 um^2` |
| Clock sinks | `27` |
| Minimum clock period | `2.109 ns` |
| IO Port Bufs | `35` |
| I/O pins | `40` |
| Worst path max stage delay | `0.47 ns` |
| Setup CP Type | `in2reg` |
| Hold Worst Slack | `0.4706 ns` |
| Via count | `945` |
| Yosys stat cell total | `116` |
| Row Count | `26` |
| Crit path arrival time | `2.11 ns` |
| Log Warnings | `28` |
| Post-synthesis sequential area ratio | `0.4979` |
| Slew HR | `0.6486` |
| Outcome | `finished clean` |
| Antenna-violating nets left | `0` |
| Cycle use final | `0.8788` |
| Main flop type | `dfxtp_1` |
| FF+latch count, synth | `27` |
| Setup Viol. Count Final | `0` |
| Die Width | `94 um` |
| Layout cells sized above 1 | `0.08609` |
| Power Density | `583.0 nW/um^2` |
| Drt initial violations | `101` |
| First-pass DRT Iterations | `4` |
| CTS tree | `yes` |
| CP Max Fanout | `4` |
| Final Hold Violation Tally | `0` |
| DRC violations left | `0` |
| Clock Tree Root | `clkbuf_8` |
| Final TNS setup | `0 ns` |
| Die area | `8836 um^2` |
| Peak supply drop | `176.5 uV` |
| Clk pin slew, worst setup/hold paths | `0.09 ns` |
| Clock Skews | `0.001468 ns` |
| Final Core Density | `0.3204` |
| Req. time, crit path | `2.40 ns` |
| Slowest CP cell | `clkdlybuf4s50_1` |
| Kind of start point of the critical path | `input pin` |
| RSZ-0062 raised after global routing | `false` |
| Post-Synth Adder-Cell Area | `0.04149` |
| Leakage power | `0.0006311 uW` |
| First-pass GRT wire length | `4367 um` |
| Vias in the first global route | `940` |
| Worst slew pin tran | `0.5264 ns` |
| Min-Delay Path Class | `reg2reg` |
| Final Wtd Congestion | `0.7812` |
| Slew Viols, Final | `0` |
| CTS Buf Count | `3` |
| Simple-gate area share of the yosys netlist | `0.2106` |
| Area grow syn2layout | `38.28%` |
| Vias/cell | `4.276` |
| Post-CTS setup buffers | `0` |
| Largest net degree at the start of global routing | `19` |
| CTS Hold Bufs | `0` |
| Post-synth cell types | `44` |
| Starting density of the core | `0.2317` |
| Clock Latency Late Sink | `0.27 ns` |
| Post-synth EDFFs | `6` |
| Dpl cell area | `1622 um^2` |
| GRT Util Overall | `0.05979` |
| Grt ovf | `0` |
| Post-CTS Resized | `0` |
| Syn Area/Cell | `10.40 um^2` |
==> per-layer routing <==
metal | up-vias | routed length (um) | global-route usage
met1 | 428 | 1286 | 0.08095
met2 | 33 | 1307 | 0.09505
li1 | 482 | - | -
met3 | 2 | 195 | 0.01696
met5 | - | 0 | 0
met4 | 0 | 29 | 0.008861
==> final cells by class <==
cell class / count / area (um^2)
Sequential cell: 27 / 600.6
Fill cell: 552 / 3537
Timing Repair Buffer: 38 / 372.9
Clock inverter: 1 / 5.005
Tap cell: 70 / 87.58
Multi-Input combinational cell: 76 / 538.0
Clock buffer: 3 / 41.29
Inverter: 6 / 22.52
==> critical path: cells and delay by family <==
family,cells,cell delay [ns]
buffers and inverters,3,0.77
AOI/OAI and AO/OA,3,0.67
adders and majority gates,1,0.19
==> cells in the mapped netlist, types with 2 or more instances <==
library cell | number | share of area
a211oi_1 | 2 | 0.012
a21oi_1 | 7 | 0.029
and2_1 | 6 | 0.031
and4b_1 | 2 | 0.017
buf_2 | 3 | 0.012
buf_4 | 4 | 0.025
clkbuf_1 | 3 | 0.0093
dfxtp_1 | 21 | 0.35
edfxtp_1 | 6 | 0.15
ha_1 | 4 | 0.041
inv_1 | 5 | 0.016
mux2i_1 | 2 | 0.017
nand2_1 | 4 | 0.012
nand2b_1 | 2 | 0.010
nand3b_1 | 2 | 0.012
nor2_1 | 2 | 0.0062
nor2b_1 | 3 | 0.016
nor3_1 | 2 | 0.0083
o221ai_1 | 2 | 0.015
o2bb2ai_1 | 2 | 0.015
o31ai_1 | 2 | 0.012
or2_2 | 3 | 0.016
or3_1 | 5 | 0.026
or3b_1 | 2 | 0.015
==> power by group <==
part	total [uW]	switching [uW]	leakage [uW]	internal, uW
logic	179	53.6	0.000373	126
registers	539	31.5	0.000232	507
clock network	254	138	0.0000255	116
total	972	223	0.000631	749
==> final timing paths <==
path	start	endpoint	slack (ns)	cells after the start
worst min-delay path	enIMM$_DFF_P_	enIMM$_DFF_P_	0.47	1
worst max-delay path	TIME[1]	Rout[1]$_DFFE_PP_	0.29	7
worst min register to register	enIMM$_DFF_P_	enIMM$_DFF_P_	0.47	1
worst max register to register	FN[2]$_SDFF_PP1_	Rout[1]$_DFFE_PP_	0.57	4
==> per-stage QoR <==
| step | setup slack (ns) | instances | power (uW) |
|---|---|---|---|
| after floorplan | 0.5008 | 119 | 618.4 |
| after global placement | 0.04930 | 217 | 732.5 |
| after detailed placement | 0.02408 | 217 | 733.2 |
| after CTS | 0.3181 | 221 | 994.1 |
| after global routing | 0.2184 | 221 | 1031 |
| final | 0.2908 | 221 | 972.4 |
==> cells in the final DEF (no fill, tap or decap), types with 3 or more instances in the layout <==
cell and count:
and2_1 6, or2_2 3, a21oi_1 7, clkbuf_8 3
buf_4 3, edfxtp_1 6, nor2b_1 3, ha_1 4
nand2_1 4, dfxtp_1 21, inv_1 5, clkdlybuf4s50_1 35
or3_1 5, conb_1 4
==> cell families after synthesis <==
family          count (synthesis)
compound gates                 24
fa+ha+maj                       4
buf+inv                        16
flops                          27
mux                             4
other cells                     1
simple gates                   40
==> state kept, by name, summed over array words and instances (netlist names), 2 cells and up <==
register,cells
IMMED,6
FN,4
RX,2
RY,2
Rin,2
Rout,2
No activity file was given, so power comes from the tool's default toggle rates.
